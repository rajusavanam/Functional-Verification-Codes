==> /design/flow/design.v <==
module alu_design(clk_i,rst_i,valid_i,ready_o,operand_a,operand_b,operation,result);
	input clk_i,rst_i,valid_i;
	input [31:0]operand_a,operand_b;
	input [2:0]operation;
	output reg ready_o;
	output reg [31:0]result;
	always@(posedge clk_i) begin
		if(rst_i==1)begin
			ready_o=0;
			result=0;
		end
		else begin
			if(valid_i==1)begin
				ready_o=1;
				case(operation)
					3'b000: result = operand_a + operand_b;  
					3'b001: result = operand_a - operand_b;  
					3'b010: result = operand_a * operand_b;  
					3'b011: result = operand_a / operand_b;  
					3'b100: result = operand_a % operand_b;  
					3'b101: result = operand_a & operand_b;  
					3'b110: result = operand_a | operand_b;  
					3'b111: result = operand_a ^ operand_b;  
				endcase
			end
			else ready_o=0;
		end
	end
endmodule
==> /design/flow/run.sh <==
#!/bin/bash
# OpenROAD 26Q1-2900-gdf79404cd8, Yosys 0.63+post, stock flow scripts
make -C /OpenROAD-flow-scripts/flow DESIGN_CONFIG=/design/flow/config.mk WORK_HOME=/design/flow/orfs finish
==> /design/flow/config.mk <==
export PLATFORM = sky130hd
export DESIGN_NAME = alu_design
export DESIGN_NICKNAME = alu_design
export VERILOG_FILES = /design/flow/design.v
export SDC_FILE = /design/flow/constraint.sdc
export NUM_CORES = 4
export LEC_CHECK = 1
export CORE_UTILIZATION = 40
==> /design/flow/constraint.sdc <==
current_design alu_design

set clk_period 247.6
set clk_io_pct 0.2

create_clock -name clk0 -period $clk_period [get_ports {clk_i}]

set non_clock_inputs [all_inputs -no_clocks]
set_input_delay [expr $clk_period * $clk_io_pct] -clock clk0 $non_clock_inputs
set_output_delay [expr $clk_period * $clk_io_pct] -clock clk0 [all_outputs]
==> out/results.ini <==
[drt]
wl_met1_um = 113100
met2RoutedLength_um = 114900
vias = 56030
vias_per_cell = 6.326
antenna_left = 0
post_drt_wl_per_cell_um = 31.06
finalWirelength_um = 275100
highest_layer = met5
dr_wl_met3_um = 30320
drt_iter0_markers = 5550
first_pass_iters = 6
drc = 0

[logic_synthesis]
syn_area_sq_um = 51580
ys.flop_type = dfxtp_1
synth_seq_share = 0.01281
async_reset_ff_frac = 0
edf_count = 0
avgSynthCellArea_sq_um = 7.223
synth_cell_types = 113
netlist_instances = 7142
yosys_area_sq_um = 51580
synth_flops = 33
ys_cells = 7142
ys_warn_count = 1

[clock_tree]
cts_buffer_depth = 2
clk_latency_ns = 0.29
root_buffer = clkbuf_16
cts_tree = done
cts_sinks = 33
htreeDepth = 2
cts_resized = 0
cts.clk_slew.worst_paths_ns = 0.07
cts_buffers = 5
ctsHoldBuffers = 0
post_cts_buffers = 0

[setup_path]
path_buffers = 17
endpoint_kind = flip-flop
worstSetupPathType = primary input to flip-flop
r2r-end = result[24]$_SDFFE_PP0P_
required_ns = 247.79
crit_family = AND-OR/OR-AND gates
reg2reg_from = result[24]$_SDFFE_PP0P_
worstPathArrival_ns = 139.20
critPathSlowestCell = nor2_1
startpoint_type = primary input
crit_top_cell = ha_1
crit_path_max_fanout = 35
r2r_slack_ns = 246.40
cp_slowest_stage_delay_ns = 1.07
reg2regPathDepth = 4

[floorplan]
die_area_sq_um = 130400
fp-utilization = 0.4040
die_w_um = 361.1
std_cell_rows = 131
core_area_sq_um = 127700
io_pins = 103
die_height_um = 361.1

[final_layout]
area_delta_synth_final_pct = 7.539
mostFrequentLayoutCell = nand2_1
fin_util = 0.4344
fillers = 13120
stdcell_area_sq_um = 55470
layout-drive-gt1-share = 0.06335
lay_top_cells = 934 x nand2_1, 751 x ha_1, 692 x nor2_1, 675 x inv_1, 488 x a21oi_1

[placement]
gp_congestion = 1.098
dpl.hpwl_um = 217400
placement.io_buffers = 102
placed_cell_area_sq_um = 55250

[power_and_ir_drop]
power_density_nw_per_um2 = 14.56
sw_frac_of_total = 0.6470
switchingPower_mw = 0.5226
ir_worst_vdd_v = 0.00007529
total_power_mw = 0.8077
power_frac_seq = 0.012
comb_power_share = 0.977
leakage_nw = 26.31
power_frac_clock = 0.011
internal-power_mw = 0.2851

[sta]
hold_ws_ns = 0.4915
skew_ns = 0
max_slew_margin = 0.05208
setup_viol = 0
finalHoldViolCount = 0
rsz0062_at_grt = no
finalMaxSlewViolations = 0
fin_crit_sh = 0.5614
tightest_slew_ns = 1.417
layout_min_cycle_time_ns = 139.01
tns_ns = 0
max_freq_mhz = 7.194

[global_route]
overflow = 0
grt_pass1_wl_um = 390500
grt_max_degree = 48
antenna_found_initial = 18
grt_pass1_vias = 53940
grtUsageTotal = 0.4284

[flow_run]
cap_violations = 0
warnings = 63

[min_path]
worstHoldStart = result[14]$_SDFFE_PP0P_
min_to = result[14]$_SDFFE_PP0P_
min_path_type = flip-flop to flip-flop
whs_path_depth = 2

[run_status]
status = finished, final reports clean

area by class of cell:
| class | count | area (sq um) | area share |
|---|---|---|---|
| Antenna cell | 13 | 32.53 | 0.0005864 |
| Clock buffer | 5 | 125.1 | 0.002256 |
| Clock inverter | 3 | 68.82 | 0.001241 |
| Inverter | 691 | 2595 | 0.04678 |
| Multi-Input combinational cell | 6130 | 47280 | 0.8523 |
| Sequential cell | 33 | 660.6 | 0.01191 |
| Tap cell | 1662 | 2079 | 0.03749 |
| Timing Repair Buffer | 320 | 2633 | 0.04746 |
kinds of logic after synthesis:
logic type,synth area share
adder cells (fa/ha/maj),0.3413
flip-flops,0.01281
XOR/XNOR,0.08473
AND/OR/NAND/NOR,0.2158
buffers and inverters,0.07238
multiplexers,0.02166
AND-OR/OR-AND,0.2513
sequential cells by signal (all words and copies together) (netlist names):
name     flops
result      32
ready_o      1
worst max path at each step:
stage	start	end	slack (ns)	cells after the start
after CTS	operand_b[26]	result[31]$_SDFFE_PP0P_	111.48	282
after global routing	operand_b[14]	result[31]$_SDFFE_PP0P_	104.46	283
final	operand_b[26]	result[31]$_SDFFE_PP0P_	108.59	279
worst reg2reg max path, stage by stage, from the launching register on:
cell and delay [ns]:
dfxtp_1 0.41, o221ai_1 0.28, nor2_1 0.11, a31oi_1 0.16, o21ai_0 0.10
per-stage QoR:
| step | std cells | setup WS (ns) |
|---|---|---|
| 6_report | 8857 | 108.59 |
| 5_1_grt | 8848 | 104.46 |
| 4_1_cts | 8844 | 111.48 |
| 3_5_place_dp | 8836 | 111.60 |
| 3_3_place_gp | 8836 | 111.81 |
| 2_1_floorplan | 7142 | 127.71 |
metal layers:
layer / global-route usage / up-vias
met2: 0.6245 / 3081
li1: - / 25210
met3: 0.1199 / 729
met5: 0 / -
met4: 0.2032 / 26
met1: 0.5899 / 26980
Yosys cell counts, types with 53 or more instances:
cell | n | area (sq um)
nand2_1 | 934 | 3506
ha_1 | 751 | 9397
nor2_1 | 693 | 2601
inv_1 | 683 | 2564
a21oi_1 | 488 | 2442
fa_1 | 410 | 8208
xnor2_1 | 325 | 2846
o21ai_0 | 306 | 1531
clkbuf_1 | 215 | 807.0
a21o_1 | 196 | 1471
nor3_1 | 177 | 885.9
xor2_1 | 174 | 1524
o21a_1 | 148 | 1111
nand3_1 | 140 | 700.7
nor2b_1 | 79 | 494.2
a31oi_1 | 71 | 444.2
o211ai_1 | 71 | 533.0
nand2b_1 | 62 | 387.9
mux2_2 | 61 | 686.9
a211oi_1 | 59 | 442.9
or3_1 | 57 | 356.6
and3_1 | 55 | 344.1
o31ai_1 | 53 | 397.9
power groups by stage:
stage / logic, mW / clock network, mW / registers (mW)
after CTS: 0.774 / 0.00891 / 0.00944
after global routing: 0.849 / 0.00908 / 0.00956
final: 0.789 / 0.00882 / 0.00958
Power figures rest on the tool's default switching activity, not on a simulated workload.
