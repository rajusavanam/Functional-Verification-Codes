$ cat flow/run.sh
#!/bin/bash
# OpenROAD 26Q1-2900-gdf79404cd8, Yosys 0.63+post, stock flow scripts
make -C /OpenROAD-flow-scripts/flow DESIGN_CONFIG=/design/flow/config.mk WORK_HOME=/design/flow/orfs finish
$ cat flow/config.mk
export PLATFORM = sky130hd
export DESIGN_NAME = mem_design
export DESIGN_NICKNAME = mem_design
export VERILOG_FILES = /design/flow/design.v
export SDC_FILE = /design/flow/constraint.sdc
export NUM_CORES = 4
export LEC_CHECK = 1
export CORE_UTILIZATION = 50
$ cat flow/constraint.sdc
current_design mem_design

set clk_period 8.3
set clk_io_pct 0.2

create_clock -name clk0 -period $clk_period [get_ports {clk_i}]

set non_clock_inputs [all_inputs -no_clocks]
set_input_delay [expr $clk_period * $clk_io_pct] -clock clk0 $non_clock_inputs
set_output_delay [expr $clk_period * $clk_io_pct] -clock clk0 [all_outputs]
$ cat flow/design.v
module mem_design(clk_i,rst_i,valid_i,wr_rd_en_i,addr_i,wdata_i,ready_o,rdata_o);
	input clk_i;
	input rst_i;
	input valid_i;
	input wr_rd_en_i;
	input [$clog2(64)-1:0]addr_i;
	input [16-1:0]wdata_i;
	output reg ready_o;
	output reg [16-1:0]rdata_o;
	reg [16-1:0]memory[64-1:0];
	always@(posedge clk_i)begin
		if(rst_i == 1)begin
			for(int i=0;i<64;i++)begin
				memory[i]=0;
			end
			ready_o=0;
			rdata_o=0;
		end
		else begin
			if(valid_i==1)begin
				ready_o=1;
				if(wr_rd_en_i==1)begin
					memory[addr_i]=wdata_i;
				end
				else begin
					rdata_o = memory[addr_i];
				end
			end
			else ready_o=0;
		end
	end
endmodule
==> results.cfg <==
; generated from flow reports
[critical_path]
cp.arrival_ns = 5.86
path_class = in2reg
critPathMaxFanout = 39
cp_common_cell = buf_4
path_buffers = 3
cp-end-kind = flip-flop
critPathRequiredTime_ns = 8.84
cp_top_family = simple AND/OR/NAND/NOR gates
cp-start-kind = primary input
worstPathCellList = buf_2 > buf_4 > nand2b_1 > nor2_1 > buf_4 > a221oi_1 > nand4_1 > nor4_1 > a32oi_1
crit_path_top_delay_cell = nor4_1
critPathMaxStageDelay_ns = 1.15

[status]
status = finished with violations
failed_checks = capacitance limit, slew limit

[clock_tree]
clock_sinks = 1041
cts.repair.resized = 0
cts_buffer_depth = 3
cts_buffers = 108
path_clk_slew_ns = 0.06
cts_setup_buffers = 0
holdBufCountCts = 0
cts_root_buf = clkbuf_16
clk_latency_ns = 0.71
htree_levels = 3
cts_tree = yes

[logic_synthesis]
synth.area.top_cells = dfxtp_1 48%, nand2_1 15%, a21oi_1 9.7%
synth_area_mm2 = 0.0435
synth.distinct_cells = 72
synthArstFlopShare = 0
edf_count = 0
avgSynthCellArea_um2 = 7.94
yosysCellCount = 5475
synth_seq_share = 0.480
top_cell = nand2_1
synth-seq-cells = 1041
ys.flop_type = dfxtp_1
syn_inst = 5475
ys.warnings.count = 2
yosysTopAreaCell = dfxtp_1
post-synth-top-area-fraction = 0.480
ys_area_mm2 = 0.0435
top_cells_by_count = 1,786 x nand2_1, 1,041 x dfxtp_1, 842 x a21oi_1

[detailed_routing]
firstDrtPassIters = 6
drc = 0
wl_mm = 239
drt.antenna.violating_nets = 0
vias_per_cell = 6.67
vias = 44300
drt_iter0_markers = 5648
post_drt_wl_per_cell_um = 36.0

[global_routing]
grt_pass1_wl_mm = 326
grt-ovfl-total = 0
antenna_found_initial = 17
grt_pass1_vias = 39900
grt_max_degree = 134
grtUsageTotal = 0.557

[placement]
dp_hpwl_mm = 161
gp_congestion = 1.13
portBuffers = 42
dp_slack_ns = 2.62

[pwr]
swShare = 0.243
leakagePower_nw = 16.3
combPwrFrac = 0.048
powerDensity_mw_per_mm2 = 214
switchingPower_mw = 2.54
p_int_mw = 7.93
seq_power_share = 0.480
pwr-share-clk = 0.472
irDropWorstVdd_mv = 0.191

[timing]
slew_headroom = -0.0108
max_freq_ghz = 0.188
setup_ws_ns = 2.98
finalClockPeriodUsage = 0.641
setup_violations = 0
slew_viol_final = 2
rsz0062_at_grt = no
tightestPinTransition_ns = 1.51
fin_setup_tns_ns = 0
clock_skew_ns = 0.0196
fin_crit_ns = 5.32
finalHoldViolCount = 0

[die]
die_width_um = 297
die_h_um = 297
initCoreUtil = 0.507
pin_count = 43
die_area_mm2 = 0.0881
rows = 107
core_region_area_mm2 = 0.0857

[flow_run]
drv_cap = 1
tool_warnings = 29

[final_layout]
drive_above_1_share = 0.0956
area_delta_synth_final_pct = 12.5
fill_cells = 7640

[hold_path]
hold_class = reg2reg
==> layout by cell type, fill, tap and decap left out, types with 8 or more instances in the layout <==
cell	synthesis	routed
a2111oi_0	12	11
a21oi_1	842	841
a221o_1	9	9
a221oi_1	26	26
a22o_1	27	27
a22oi_1	321	321
a2bb2oi_1	21	21
a32oi_1	15	15
and3_1	31	31
and4_1	8	8
buf_4	21	281
bufinv_16	0	9
clkbuf_1	371	30
clkbuf_16	0	109
clkbuf_8	0	17
clkdlybuf4s50_1	0	19
clkinv_2	0	14
dfxtp_1	1041	1041
diode_2	0	8
mux2_2	15	15
mux2i_1	249	249
nand2_1	1786	1786
nand3_1	25	24
nand4_1	62	62
nor2_1	287	282
nor3_1	32	17
nor3_2	9	24
nor4_1	26	24
nor4_4	7	8
o211ai_1	10	10
o21ai_0	29	29
o2bb2ai_1	13	13
==> worst register-to-register path, stage by stage (launching register included) <==
cell,delay [ns]
dfxtp_1,0.31
a22oi_1,0.44
o32ai_1,0.16
buf_4,0.22
a221o_1,0.27
nor4_1,1.08
a32oi_1,0.23
==> layout make-up <==
| type | count | area [um^2] | share of cell area |
|---|---|---|---|
| sequential | 1041 | 20800 | 0.426 |
| multi-input combinational | 3956 | 20700 | 0.424 |
| clock buffer | 156 | 3070 | 0.0629 |
| timing repair buffer | 308 | 2360 | 0.0484 |
| tap | 1144 | 1430 | 0.0293 |
| clock inverter | 30 | 432 | 0.00883 |
| antenna | 8 | 20.0 | 0.000409 |
| inverter | 2 | 7.51 | 0.000153 |
==> path summary, 6_finish.rpt <==
check | start | endpoint | slack [ns] | cells past startpoint
worst max register to register | memory[46][13] | rdata_o[13] | 5.43 | 6
worst max-delay path | addr_i[0] | rdata_o[13] | 2.98 | 9
worst min-delay path | memory[62][6] | memory[62][6] | 0.45 | 2
worst min register to register | memory[62][6] | memory[62][6] | 0.45 | 2
==> layer usage <==
layer  vias up  part of all wire  GRT usage
met1     21100              0.35      0.708
met3      1042              0.17      0.300
met4        30             0.099      0.405
li1      18600                 -          -
met5         -            0.0024     0.0357
met2      3576              0.39      0.718
==> per-stage QoR <==
stage | util | area, um^2 | hold slack, ns | instances | power, mW
floorplan | - | 43500 | 0.427 | 5475 | 5.39
global placement | 0.530 | 45400 | 0.438 | 6451 | 5.60
detailed placement | 0.530 | 45400 | 0.444 | 6451 | 5.61
CTS | 0.571 | 48900 | 0.452 | 6637 | 10.4
global route | 0.571 | 48900 | 0.466 | 6638 | 10.6
finish | 0.571 | 48900 | 0.452 | 6645 | 10.5
==> power by group through the flow <==
stage / sequential (mW) / clock (mW) / combinational (mW)
after CTS: 5.02 / 4.93 / 0.473
after global routing: 5.02 / 5.12 / 0.496
final: 5.02 / 4.94 / 0.504
==> flip-flops by register name, indices dropped and copies added, names as in the netlist <==
signal   cells
memory    1024
ready_o      1
rdata_o     16
==> cell families (layout without fill, tap and decap cells) <==
logic type	after synthesis	after routing	share of synthesized area
flip-flops	1041	1041	0.480
multiplexers	268	268	0.0633
AND/OR/NAND/NOR	2335	2335	0.222
buffers and inverters	478	496	0.0464
other	0	8	0
AND-OR/OR-AND	1353	1353	0.188
Power is estimated from default activity; no workload was simulated.
